## /design/flow/run.sh

```bash
#!/bin/bash
# OpenROAD 26Q1-2900-gdf79404cd8, Yosys 0.63+post, stock flow scripts
make -C /OpenROAD-flow-scripts/flow DESIGN_CONFIG=/design/flow/config.mk WORK_HOME=/design/flow/orfs finish
```

## /design/flow/config.mk

```make
export PLATFORM = sky130hd
export DESIGN_NAME = Bin_CSD_converter
export DESIGN_NICKNAME = Bin_CSD_converter
export VERILOG_FILES = /design/flow/design.v
export SDC_FILE = /design/flow/constraint.sdc
export NUM_CORES = 4
export LEC_CHECK = 1
export CORE_UTILIZATION = 50
```

## /design/flow/constraint.sdc

```tcl
current_design Bin_CSD_converter

set clk_period 7.4
set clk_io_pct 0.2

create_clock -name clk0 -period $clk_period [get_ports {clk}]

set non_clock_inputs [all_inputs -no_clocks]
set_input_delay [expr $clk_period * $clk_io_pct] -clock clk0 $non_clock_inputs
set_output_delay [expr $clk_period * $clk_io_pct] -clock clk0 [all_outputs]
```

## /design/flow/design.v

```verilog
`timescale 1ns / 1ps
module Bin_CSD_converter( clk, a, ready, idle, start,csd );
input clk, start ;
input [16:0] a ;
output reg ready  = 1 ;
output reg idle = 1 ;
output reg [33:0] csd ;
integer i, j ;
reg[16:0] a1 ;
reg [33:0] c ;
reg [4:0] count = 5'b00000 ;
reg carry=0;
reg start_csd = 0 ;
 wire temp ;
always @( posedge clk )
if(ready== 1 && start  )
        begin
          a1 <= a ;
          idle <= 1 ;
          ready <= 0 ;
          i <= 0 ;
          c <= 0 ;
          count <= 0 ;
          carry <= 0 ; 
          start_csd = 1 ; 
        end 
else if(start_csd == 1 && ready == 0 )
    begin
        if(i <= 16)
            begin
                if(i == 16 )
                    begin
                        idle <= 0;
                        ready <= 1;
                        csd <= c ;
                    end
                else
                    begin
                        j = i + count ;
                        if(carry == 0)
                        begin
                        if({a1[i+1],a1[i]}==2'b00 ||{a1[i+1],a1[i]}==2'b10)
                            begin 
                            c[j ] <= 1'b0;
                            c[j+1] <= 1'b0 ;
                            i <= i +1 ;
                            carry <= 0;
                            count <= count + 1 ;
                            end 
                        else if({a1[i+1],a1[i]}==2'b01)
                            begin
                                c[j] <= 1'b1;
                                c[j+1] <= 1'b0;
                                i <= i +1 ;
                                carry <= 0;
                                count <= count + 1 ;
                            end
                        else if({a1[i+1],a1[i]}==2'b11)
                            begin
                                count <= count + 2 ;
                                c[j] <= 1'b1;
                                c[j + 1] <= 1'b1;
                                carry <= 1;
                                i <= i +2 ;
                            end
                        else
                            begin
                                c <= a1;
                                carry <= 0;
                                i <= i +1 ;
                            end
                        end 
                        else
                            begin
                            if({a1[i+1],a1[i]}==2'b01 ||{a1[i+1],a1[i]}==2'b11)
                                begin 
                                    c[j] <= 1'b0;
                                    c[j+1] <= 1'b0;
                                    i <= i +1 ;
                                    carry <= 1;
                                    count <= count + 1 ;
                                end 
                            else if({a1[i+1],a1[i]}==2'b00)
                                begin
                                    c[j] <= 1'b1;
                                    c[j+1] <= 1'b0;
                                    i <= i +1 ;
                                    carry <= 0;
                                    count <= count + 1 ;
                                end
                            else if({a1[i+1],a1[i]}==2'b10)
                                begin
                                    c[j] <= 1'b1;
                                    count <= count + 2 ;
                                   c[j+1] <= 1'b1;
                                    carry <= 1;
                                    i <= i +2 ;
                                end
                            else
                                begin
                                    c <= a1;
                                    carry <= 0;
                                    i <= i + 1 ;
                                end
                        end 
                    end
                end 
            end 
endmodule
```

==> Changelog: implementation <==
### Physical design

* Status: complete, no violations
* Largest net degree at the start of global routing at 64
* Clock Power Share at ~56%
* DP Wirelength at 27300 um
* Crit end category: flip-flop
* Drt drc at 0
* Post-Syn Instances at approximately 1400
* Global-route usage over all layers at between 30% and 40%
* CP startpoint kind: flip-flop
* OpenROAD warnings at 28
* H-tree depth at 4
* Crit-path slowest cell: or4_1
* Slew Viols, Final at 0
* Initial Utilization at between 50% and 60%
* Post-CTS Setup Inserts at 0
* Seq pwr share at a little over two fifths
* First-pass GRT wire length at between 50000 and 60000 um
* TritonCTS clock tree: yes
* CP Class: flip-flop to flip-flop
* Max-cap viol count at 0
* Count leader, synth: nor2_1
* Final GP Congestion at between 1 and 1.5
* # IOs at approximately 55
* Crit path DAT at 7.03 ns
* Unique cell types at approximately 95
* Post-synth ARST share at 0%
* Cell taking the most area after synthesis: edfxtp_1
* Router iterations before antenna repair at 6
* CTS Buffer Depth at 2
* Yosys Warn Count at 1
* Worst reg2reg setup slack at approximately 0.7 ns
* CTS Root Cell: clkbuf_16
* Register share after synthesis at between 20% and 30%
* Top layer in use: met4
* Yosys stat chip area at ~0.011 mm^2
* Min-Delay Startpoint: c[15]
* Post-detailed-routing wire length at about 37000 um
* Die area at between 0.02 and 0.025 mm^2
* Worst Skew at roughly 0.02 ns
* Avg WL per Cell at approximately 22 um
* Number of enable flip-flop cells at approximately 52
* Slew margin rel. at around a third
* Row cnt at 54
* Proportion of layout cells with a drive suffix above 1 at a little under a tenth
* Critical-path cell list: buf_4, inv_1, fa_1, nand2b_2, a21oi_2, buf_4, xnor2_1, o22a_1, or4_1, nor4_1, xnor2_1, nand3b_1, or2_2, o41a_1, xnor2_1, nor4b_2, o211ai_1, buf_4, or4_1, a221oi_1
* Via count at 11300
* CP Data Required Time at slightly below 8 ns
* Peak supply drop at around 0.14 mV
* Worst-path clk slew at around 0.060 ns
* Avg Inst Size Synth at a little under 8 um^2
* Via density at ~6.6
* # hold bufs at CTS at 0
* Initial antenna violation count at 0
* R2R Path Start: i[1]
* Core area at between 0.02 and 0.025 mm^2
* Top cell area share at 14.1%
* Post-DRT Antenna Nets at 0
* Grt ovf at 0
* Net Switching at ~370 uW
* Gate power share at less than 1%
* TNS Setup at 0 ns
* Number of port buffers at ~54
* Cells in synth_stat.txt at ~1400
* Worst Slack Setup Final at ~0.7 ns
* Period utilisation layout at 90.7%
* Internal at about 1.3 mW
* Max Fclk at between 0.1 and 0.15 GHz
* Worst Tran Pin Value at 0.998 ns
* Clk latency of the worst-skew pair at 0.42 ns
* Power per Cell Area at around 130 mW/mm^2
* Slowest stage delay, CP at ~0.78 ns
* CTS sink cnt at 126
* Routed length on met2 at ~15000 um
* DRT iter0 DRCs at around 970
* Hold Path Sink: csd[15]
* # resized after CTS at 0
* Reg2reg end: c[15]
* Final hold vios at 0
* Flops after synth at 126
* Final min period at roughly 6.7 ns
* RSZ-0062 raised after global routing: false
* Die height at around 150 um
* Antenna Cells at 0
* Main area contributors: edfxtp_1 (14%), dfxtp_1 (13%), xnor2_1 (7.0%)
* CTS Buf Count at 17
* Worst r2r path cells at 20
* Syn-to-layout area delta at 13.3%
* Worst min path class: flip-flop to flip-flop
* LEAKAGE at 4.31 nW
* Die Wd at around 150 um
* Met3 wire length at 3920 um
* Ys flop type: dfxtp_1
* Vias in the first global route at ~10000
* Commonest cells post-synth: nor2_1 (133), nand2_1 (122), xnor2_1 (89), nor3_1 (79)
* M1 WL at approximately 17000 um
* Hold Path Depth at 0
* Sw frac at roughly 22%
* Synth Cell Area at ~0.011 mm^2
* Place WS at between 0.4 and 0.5 ns
* Max FO, Critical Path at slightly below 60
* Setup violations, final at 0
layer usage:
layer	vias up	GRT usage [%]
met5	-	0
met4	0	6.15
met3	67	10.4
met2	524	48.1
met1	5276	54.0
li1	5392	-
how the worst max path moves through the flow:
| stage | from | to | depth (start not counted) |
|---|---|---|---|
| CTS | count[0] | c[15] | 20 |
| global route | count[0] | c[15] | 20 |
| finish | i[1] | c[15] | 20 |
cell usage in the layout (no fill, tap or decap), drive strengths merged, types with 31 or more instances in the layout:
cell type	n
nand2	124
or4	33
buf	39
nor2	133
o21ai	61
nor4	49
dfxtp	74
nand3	61
edfxtp	52
inv	37
or3	31
xnor2	92
nor3	79
a21oi	70
nand4	36
clkdlybuf4s50	54
xor2	31
registers in the layout, indices dropped and copies added, names as in the netlist:
name / flops
csd: 34
ready: 1
start_csd: 1
carry: 1
c: 34
count: 5
idle: 1
i: 32
a1: 17
power by group through the flow:
stage	combinational (mW)	clock (mW)	sequential (mW)
final	0.00946	0.945	0.719
after global routing	0.0102	0.988	0.718
after CTS	0.00954	0.963	0.719
through the flow:
step / hold slack [ns] / area [um^2] / std cells / utilization [%] / total power [mW]
floorplan: 0.402 / 11100 / 1400 / - / 0.734
detailed placement: 0.413 / 11900 / 1679 / 54.5 / 0.744
global placement: 0.413 / 11900 / 1679 / 54.5 / 0.743
finish: 0.435 / 12600 / 1711 / 57.6 / 1.67
CTS: 0.436 / 12500 / 1711 / 57.5 / 1.69
global route: 0.448 / 12600 / 1711 / 57.6 / 1.72
critical path: cells and delay by family, from the launching register on:
family | cells | cell delay, ns
buffers and inverters | 4 | 0.80
AOI/OAI and AO/OA | 5 | 1.40
adders and majority gates | 1 | 0.50
DFF | 1 | 0.31
xor gates and xnor gates | 3 | 0.51
and+or+nand+nor | 7 | 3.08
final cells by class:
cell class	count	area (um^2)
Sequential cell	126	3040
Fill cell	1977	9250
Multi-Input combinational cell	1152	7590
Clock buffer	17	425
Clock inverter	15	220
Timing Repair Buffer	93	833
Tap cell	280	350
Inverter	28	105
kinds of logic after synthesis:
group | after synthesis | synth area share [%]
xor gates and xnor gates | 123 | 10.2
adders and majority gates | 14 | 1.65
DFF | 126 | 27.4
muxes | 30 | 3.81
buffers and inverters | 122 | 4.60
AOI/OAI and AO/OA | 354 | 22.5
and+or+nand+nor | 630 | 29.8
other | 1 | 0.0338
Power figures rest on the tool's default switching activity, not on a simulated workload.
