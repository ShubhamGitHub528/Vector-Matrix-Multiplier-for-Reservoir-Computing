<file path="/design/flow/config.mk">
export PLATFORM = sky130hd
export DESIGN_NAME = sipo_shift_reg
export DESIGN_NICKNAME = sipo_shift_reg
export VERILOG_FILES = /design/flow/design.v
export SDC_FILE = /design/flow/constraint.sdc
export NUM_CORES = 4
export LEC_CHECK = 1
export CORE_AREA = 10 10 95 95
export DIE_AREA = 0 0 105 105
</file>
<file path="/design/flow/constraint.sdc">
current_design sipo_shift_reg

set clk_period 1.0
set clk_io_pct 0.2

create_clock -name clk0 -period $clk_period [get_ports {clk}]
create_clock -name clk1 -period $clk_period [get_ports {start}]

set non_clock_inputs [all_inputs -no_clocks]
set_input_delay [expr $clk_period * $clk_io_pct] -clock clk0 $non_clock_inputs
set_output_delay [expr $clk_period * $clk_io_pct] -clock clk0 [all_outputs]
</file>
<file path="/design/flow/design.v">
`timescale 1ns / 1ps
module sipo_shift_reg(clk, si, po, start , done );
input clk, si, start;
output [31:0] po;
output reg done ;
reg [31:0] tmp;
reg [5:0] count = 0 ;
always @(posedge clk)
    begin
        if(start)
            begin
                tmp = {si,tmp[31:1]};
                count = count + 1 ;
            end
        if(count == 32 )
            done = 1 ;
        if(count == 33 )
            done = 0 ;
    end
always@(posedge start )
    count = 0 ;
assign po = tmp;
endmodule
</file>
<file path="/design/flow/run.sh">
#!/bin/bash
# OpenROAD 26Q1-2900-gdf79404cd8, Yosys 0.63+post, stock flow scripts
make -C /OpenROAD-flow-scripts/flow DESIGN_CONFIG=/design/flow/config.mk WORK_HOME=/design/flow/orfs finish
</file>
==> qor.yml <==
finish:
  n_fill_cell: 739
  largest_reg_flops: 32
  drive_above_1_share_pct: 61.4
  design_area_mm2: 0.00158
  stdcell_count: 197
  lay_top_cells: "buf_2 (32), edfxtp_1 (32), buf_4 (19)"
  fin_util_pct: 22.9
  area.growth.synth_to_final_pct: 62.9
yosys:
  ys_seq_share_pct: 98.8
  syn_area_per_cell_um2: 28.6
  synth.distinct_cells: 3
  yosys_area_um2: 972
  ys.flops: 32
  syn_area_um2: 972
  synth_area_leader_cell: "edfxtp_1"
  synth_top_area_share_pct: 98.8
  topCellsByArea: "edfxtp_1 (99%), buf_4 (0.77%), conb_1 (0.39%)"
  ys_cells: 34
  syn_inst: 34
  yosysWarnings: 13
drt:
  drt_wl_total_mm: 2.15
  final_antenna_net_count: 0
  n_antenna_cell: 0
  drt_first_pass_iters: 3
  vias_per_cell: 2.88
  routedWlPerCell_um: 10.9
  drt_iter0_markers: 16
  vias: 567
  drc_errors: 0
setup_path:
  cp-end-kind: "output pin"
  worst-path-buf-inv: 1
  crit_chain: "buf_2"
  critPathTopFamily: "flip-flops"
  path_class: "reg2out"
  cp_max_fo: 2
  critPathArrivalTime_ps: 800
  cp_slowest_cell: "edfxtp_1"
  required_ps: 800
  cpPeakStageDelay_ps: 390
  cp-start-kind: "flip-flop"
  startpoint: "tmp[25]"
  timing.rr.start: "tmp[26]"
grt:
  grt_pass1_vias: 717
  grt_max_degree: 10
  grt_pass1_wl_mm: 3.35
  grt_usage_pct: 4.06
  grt-ovfl-total: 0
  antenna_found_initial: 0
cts:
  clk_pin_slew_worst_paths_ps: 60
  cts_tree: "done"
sta:
  finalMaxSlewViolations: 0
  setup_ws_ps: 2.56
  worst_hold_slack_ps: 140
  hold_viol: 0
  finClkSkew_ps: 4.23
  setup_viol: 0
  setup_tns_ps: 0
  rsz0062_at_grt: "true"
die:
  dieArea_mm2: 0.0110
  dieWidth_um: 105
  ios: 36
  die_y_um: 105
  core_area_mm2: 0.00691
  fp_util_pct: 14.1
  rows: 30
placed_design:
  portBuffers: 33
  pre_cts_ws_ps: -41.7
  dp.cells: 165
  gp_congestion: 0.715
  dpl.hpwl_mm: 1.35
  placed_cell_area_mm2: 0.00144
hold_path:
  hold_path_class: "clk2reg"
  min_from: "start"
power:
  p_per_area_mw_per_mm2: 4000
  leakagePower_nw: 0.631
  peakVddDrop_mv: 1.20
  fin_total_pwr_mw: 6.34
run:
  maxCapViolations: 0
  tool_warnings: 28
run_status:
  status: "finished, final reports clean"
-- report_power, final --
| part | switching, mW | internal [mW] | total [mW] |
|---|---|---|---|
| Combinational | 0.252 | 0.861 | 1.11 |
| Sequential | 0.291 | 2.70 | 3.00 |
| Clock | 1.02 | 1.21 | 2.23 |
-- layout make-up --
class                           count  area [um^2]  share of cell area (%)
Clock buffer                       12          145                    9.16
Clock inverter                      4         41.3                    2.61
Multi-Input combinational cell      1         3.75                   0.237
Sequential cell                    32          961                    60.7
Tap cell                           96          120                    7.58
Timing Repair Buffer               52          313                    19.7
-- cell usage after synthesis --
cell / count
buf_4: 1
conb_1: 1
edfxtp_1: 32
-- kinds of logic after synthesis --
family                 synth area share (%)
buffers and inverters                 0.772
other                                 0.386
DFF                                    98.8
-- repair_timing --
action,CTS,global route
setup endpoints to repair,32,31
resized,96,0
hold buffers,0,0
pin swaps,0,0
hold endpoints to repair,0,0
setup buffers,14,2
-- routing by layer --
layer  track usage, %  up-vias  routed length (um)
met4             2.45        0                  27
met1             3.60      256                 837
met3             6.46        4                 490
met2             4.00       46                 790
met5                0        -                   0
li1                 -      261                   -
-- path summary, 6_finish.rpt --
check	endpoint	slack, ps	cells after the start
max	po[25]	3	1
min	tmp[4]	140	2
max reg2reg	tmp[25]	120	2
min reg2reg	tmp[27]	440	0
Power and IR drop assume default switching activity.
